==> flow/run.sh <==
#!/bin/bash
# OpenROAD 26Q1-2900-gdf79404cd8, Yosys 0.63+post, stock flow scripts
make -C /OpenROAD-flow-scripts/flow DESIGN_CONFIG=/design/flow/config.mk WORK_HOME=/design/flow/orfs finish
==> flow/config.mk <==
export PLATFORM = sky130hd
export DESIGN_NAME = StreamUnit
export DESIGN_NICKNAME = StreamUnit
export VERILOG_FILES = /design/flow/design.v
export SDC_FILE = /design/flow/constraint.sdc
export NUM_CORES = 4
export LEC_CHECK = 1
export CORE_UTILIZATION = 30
export SYNTH_MEMORY_MAX_BITS = 65536
==> flow/constraint.sdc <==
current_design StreamUnit

set clk_period 3.9
set clk_io_pct 0.2

create_clock -name clk0 -period $clk_period [get_ports {clk}]

set non_clock_inputs [all_inputs -no_clocks]
set_input_delay [expr $clk_period * $clk_io_pct] -clock clk0 $non_clock_inputs
set_output_delay [expr $clk_period * $clk_io_pct] -clock clk0 [all_outputs]
==> flow/design.v <==
`timescale 1ns/1ps
module StreamUnit (
  input               io_memWrite_valid,
  input      [7:0]    io_memWrite_payload_address,
  input      [31:0]   io_memWrite_payload_data,
  input               io_cmdA_valid,
  output              io_cmdA_ready,
  input      [7:0]    io_cmdA_payload,
  input               io_cmdB_valid,
  output              io_cmdB_ready,
  input      [31:0]   io_cmdB_payload,
  output              io_rsp_valid,
  input               io_rsp_ready,
  output     [31:0]   io_rsp_payload,
  input               clk,
  input               reset
);
  reg        [31:0]   _zz_mem_port1;
  wire                memReadStream_valid;
  wire                memReadStream_ready;
  wire       [31:0]   memReadStream_payload;
  reg                 _zz_memReadStream_valid;
  wire                memReadStream_isFree;
  wire                _zz_io_cmdB_ready;
  wire                _zz_io_cmdB_ready_1;
  reg [31:0] mem [0:255];
  always @(posedge clk) begin
    if(io_memWrite_valid) begin
      mem[io_memWrite_payload_address] <= io_memWrite_payload_data;
    end
  end
  always @(posedge clk) begin
    if(io_cmdA_ready) begin
      _zz_mem_port1 <= mem[io_cmdA_payload];
    end
  end
  assign memReadStream_isFree = ((! memReadStream_valid) || memReadStream_ready);
  assign io_cmdA_ready = memReadStream_isFree;
  assign memReadStream_valid = _zz_memReadStream_valid;
  assign memReadStream_payload = _zz_mem_port1;
  assign _zz_io_cmdB_ready_1 = (_zz_io_cmdB_ready && io_rsp_ready);
  assign _zz_io_cmdB_ready = (memReadStream_valid && io_cmdB_valid);
  assign memReadStream_ready = _zz_io_cmdB_ready_1;
  assign io_cmdB_ready = _zz_io_cmdB_ready_1;
  assign io_rsp_valid = _zz_io_cmdB_ready;
  assign io_rsp_payload = (memReadStream_payload ^ io_cmdB_payload);
  always @(posedge clk or posedge reset) begin
    if(reset) begin
      _zz_memReadStream_valid <= 1'b0;
    end else begin
      if(memReadStream_ready) begin
        _zz_memReadStream_valid <= 1'b0;
      end
      if(io_cmdA_ready) begin
        _zz_memReadStream_valid <= io_cmdA_valid;
      end
    end
  end
endmodule
==> impl_metrics.ini <==
; physical design summary
[cts]
cts_buffer_depth = 5
htreeDepth = 6
cts_tree = built
cts_num_sinks = 8225
clk_pin_slew_ps = 60
clock_latency_ps = 1120
root_buffer = clkbuf_16
post_cts_buffers = 0
cts_buffers = 809

[drt]
drt_first_pass_iters = 5
first_iter_violations = 11400
wl_per_cell_um = 31.7
drc = 0
totalWireLength_mm = 992
num_vias = 161000
detail-route-antenna-nets = 0
avgViaCountPerCell = 5.14

[final_timing]
finalCriticalPeriod_ps = 3780
relSlewSlack_pct = 1.71
tns_ps = 0
skew_ps = 106
worst-slew-pin-transition_ps = 1470
hold_viol = 0
max_freq_mhz = 264
fin_crit_sh_pct = 97.0
final_max_slew_viol_count = 0
rsz0062_at_grt = false
final-setup-viol-count = 0

[place]
portBuffers = 120
place.gp.congestion = 0.954
dp_cells = 29800
placed_area_sq_um = 353000
place_hpwl_mm = 630

[layout]
final_core_utilization_pct = 36.0
layout_top_cell = edfxtp_1
lay_top_cells = edfxtp_1, mux4_2, buf_4
ff_latch_area_sq_um = 247000
logic_area_sq_um = 65800
fin_area_sq_um = 377000
fillCellCount = 94500
drive_gt1_share_pct = 28.2
layout.cells.non_filler = 31300
layout-area-overhead-vs-synth_pct = 19.6

[floorplanning]
chip_area_sq_um = 1060000
pin_count = 121
die_y_mm = 1.03
initial_core_util_pct = 30.1
fp-row-count = 376
die_x_mm = 1.03
core_sq_um = 1050000

[critical_path]
cp_slowest_cell = a21oi_1
crit_arrival_ps = 4710
worstPathMaxFanout = 27
critical_path_class = primary input to flop
cp_data_required_time_ps = 4830
worstPathCellList = clkbuf_8, buf_12, buf_4, and2_4, buf_12, buf_12, a22oi_1, a21oi_1, o32ai_4, buf_12, nor4_2
start_kind = primary input
max_stage_delay_ps = 1150
endpoint_kind = flop
cpMostUsedCell = buf_12

[run]
log.warning_count = 38
max_cap_viol_count = 0

[logic_synthesis]
synthAoiAreaFrac_pct = 3.48
synthTopCellsByArea = edfxtp_1, mux4_2, mux2i_1
top_area_share_pct = 78.3
synthArstFlopShare_pct = 0.0122
synth_cell_types = 70
synth_warnings = 1
yosys.area.top_type = edfxtp_1
simple_gate_area_share_pct = 2.00
synth.avg_cell_area_sq_um = 21.4
ys.flops = 8225
yosys.area_share.xor_xnor_pct = 0.0888
ff_type = edfxtp_1
fa_ha_area_share_pct = 0
mux_area_share_pct = 14.5
logic_family = multiplexers
synth-seq-area-share_pct = 78.3
yosys_cells = 14700
synthCells = 14700
yosys_area_sq_um = 316000
netlist_area_sq_um = 316000
edf_count = 8224

[power_and_ir_drop]
finalPower_uw = 183000
leakagePower_uw = 0.119
vdd_drop_max_mv = 0.395
p_per_area_nw_per_um2 = 485

[global_route]
grt_pass1_vias = 173000
grt_max_degree = 111
grt_use_total_pct = 20.1
antenna_found_initial = 48
grt_first_pass_wirelength_mm = 1370
grt_overflow_total = 0

[status]
status = complete, no violations

[min_path]
hp-class = primary input to flop
-- cell families after synthesis --
group                  Yosys count
flip-flops                    8225
buffers and inverters          901
multiplexers                  2732
AND-OR/OR-AND                 1547
XOR/XNOR                        32
AND/OR/NAND/NOR               1280
-- per-stage QoR --
step | setup WS, ps | hold WS (ps)
final | 117 | 68.6
after global routing | 41.7 | 45.7
after detailed placement | -992 | 928
after global placement | -1410 | 935
after CTS | 182 | 4.66
after floorplan | 261 | 509
-- Yosys cell counts (8+ instances only) --
cell type,count
edfxtp_1,8224
o211ai_1,97
a211oi_1,32
nand4_1,78
buf_2,234
buf_1,56
nor2_1,471
a22o_1,50
o221ai_1,172
nand3_1,51
a22oi_1,250
nor3_1,231
mux4_2,1467
nand2_1,114
buf_4,90
or2_2,23
mux2_2,26
a2111oi_0,50
o32ai_1,27
a221oi_1,141
buf_8,25
mux2i_1,1239
nor2b_1,14
a211o_1,17
buf_6,114
or3_1,22
a21oi_1,201
buf_12,8
nand2b_1,29
nor4_1,190
o22ai_1,334
clkbuf_1,370
o21ai_0,131
xor2_1,32
-- sequential cells by signal, summed over array words and instances (netlist names) --
register	count
_zz_memReadStream_valid	1
_zz_mem_port1	32
mem	8192
-- where the power goes --
group | switching (uW) | total [uW] | internal (uW)
logic | 6880 | 10700 | 3840
registers | 244 | 97700 | 97500
clock network | 32700 | 74700 | 42000
total | 39900 | 183000 | 143000
-- area by class of cell --
class / count / share of cell area (%)
multi-input combinational: 5591 / 17.4
timing repair buffer: 2015 / 5.94
tap: 14000 / 4.64
inverter: 4 / 0.00795
clock inverter: 397 / 0.912
clock buffer: 1014 / 5.62
antenna: 30 / 0.0199
sequential: 8225 / 65.4
-- worst paths after layout --
path / from / to / slack, ps / cells after the start
hold reg to reg: _zz_memReadStream_valid$_DFFE_PP0P_ / _zz_memReadStream_valid$_DFFE_PP0P_ / 940 / 3
max in group asynchronous: reset / _zz_memReadStream_valid$_DFFE_PP0P_ / 3460 / 3
hold / removal: io_memWrite_payload_data[3] / mem[92][3]$_DFFE_PP_ / 70 / 1
min in group asynchronous: reset / _zz_memReadStream_valid$_DFFE_PP0P_ / 350 / 3
setup / recovery: io_cmdA_payload[2] / _zz_mem_port1[18]$_DFFE_PN_ / 120 / 11
setup reg to reg: mem[155][0]$_DFFE_PP_ / _zz_mem_port1[0]$_DFFE_PN_ / 390 / 8
-- what timing repair did --
| action | in CTS | in global routing |
|---|---|---|
| hold buffers | 3 | 0 |
| hold endpoints to repair | 40 | 0 |
| resized | 0 | 0 |
-- per-layer routing --
layer / wire, um / GRT usage, % / up-vias
li1: - / - / 66500
met2: 440000 / 28.5 / 11100
met1: 286000 / 19.5 / 81100
met4: 51000 / 7.98 / 89
met5: 5660 / 3.72 / -
met3: 209000 / 19.3 / 1798
-- critical path: cells and delay by family --
| family | cells | cell delay (ps) |
|---|---|---|
| AND-OR/OR-AND | 3 | 1750 |
| AND/OR/NAND/NOR | 2 | 690 |
| buffers and inverters | 6 | 1380 |
Power is estimated from default activity; no workload was simulated.
