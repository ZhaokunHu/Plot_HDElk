==> ./design.v <==
`timescale 1ns/1ps
module ApbArbiter (
  input               io_en,
  output reg [3:0]    io_masterOut_PADDR,
  output reg [0:0]    io_masterOut_PSEL,
  output reg          io_masterOut_PENABLE,
  input               io_masterOut_PREADY,
  output reg          io_masterOut_PWRITE,
  output reg [31:0]   io_masterOut_PWDATA,
  input      [31:0]   io_masterOut_PRDATA,
  input      [3:0]    io_slavesIn_0_PADDR,
  input      [0:0]    io_slavesIn_0_PSEL,
  input               io_slavesIn_0_PENABLE,
  output              io_slavesIn_0_PREADY,
  input               io_slavesIn_0_PWRITE,
  input      [31:0]   io_slavesIn_0_PWDATA,
  output     [31:0]   io_slavesIn_0_PRDATA,
  input      [3:0]    io_slavesIn_1_PADDR,
  input      [0:0]    io_slavesIn_1_PSEL,
  input               io_slavesIn_1_PENABLE,
  output              io_slavesIn_1_PREADY,
  input               io_slavesIn_1_PWRITE,
  input      [31:0]   io_slavesIn_1_PWDATA,
  output     [31:0]   io_slavesIn_1_PRDATA,
  input      [3:0]    io_slavesIn_2_PADDR,
  input      [0:0]    io_slavesIn_2_PSEL,
  input               io_slavesIn_2_PENABLE,
  output              io_slavesIn_2_PREADY,
  input               io_slavesIn_2_PWRITE,
  input      [31:0]   io_slavesIn_2_PWDATA,
  output     [31:0]   io_slavesIn_2_PRDATA,
  input      [3:0]    io_slavesIn_3_PADDR,
  input      [0:0]    io_slavesIn_3_PSEL,
  input               io_slavesIn_3_PENABLE,
  output              io_slavesIn_3_PREADY,
  input               io_slavesIn_3_PWRITE,
  input      [31:0]   io_slavesIn_3_PWDATA,
  output     [31:0]   io_slavesIn_3_PRDATA,
  input               clk,
  input               reset
);
  wire       [7:0]    _zz__zz_select_2;
  wire       [7:0]    _zz__zz_select_2_1;
  wire       [3:0]    _zz__zz_select_2_2;
  reg        [3:0]    _zz_io_masterOut_PADDR;
  reg        [0:0]    _zz_io_masterOut_PSEL;
  reg                 _zz_io_masterOut_PENABLE;
  reg                 _zz_io_masterOut_PWRITE;
  reg        [31:0]   _zz_io_masterOut_PWDATA;
  reg        [3:0]    slaveRegVec_0_PADDR;
  reg        [0:0]    slaveRegVec_0_PSEL;
  reg                 slaveRegVec_0_PENABLE;
  reg                 slaveRegVec_0_PREADY;
  reg                 slaveRegVec_0_PWRITE;
  reg        [31:0]   slaveRegVec_0_PWDATA;
  reg        [31:0]   slaveRegVec_0_PRDATA;
  reg        [3:0]    slaveRegVec_1_PADDR;
  reg        [0:0]    slaveRegVec_1_PSEL;
  reg                 slaveRegVec_1_PENABLE;
  reg                 slaveRegVec_1_PREADY;
  reg                 slaveRegVec_1_PWRITE;
  reg        [31:0]   slaveRegVec_1_PWDATA;
  reg        [31:0]   slaveRegVec_1_PRDATA;
  reg        [3:0]    slaveRegVec_2_PADDR;
  reg        [0:0]    slaveRegVec_2_PSEL;
  reg                 slaveRegVec_2_PENABLE;
  reg                 slaveRegVec_2_PREADY;
  reg                 slaveRegVec_2_PWRITE;
  reg        [31:0]   slaveRegVec_2_PWDATA;
  reg        [31:0]   slaveRegVec_2_PRDATA;
  reg        [3:0]    slaveRegVec_3_PADDR;
  reg        [0:0]    slaveRegVec_3_PSEL;
  reg                 slaveRegVec_3_PENABLE;
  reg                 slaveRegVec_3_PREADY;
  reg                 slaveRegVec_3_PWRITE;
  reg        [31:0]   slaveRegVec_3_PWDATA;
  reg        [31:0]   slaveRegVec_3_PRDATA;
  wire                done;
  reg        [3:0]    apbReqBits;
  wire                when_apb33_l40;
  wire                when_apb33_l40_1;
  wire                when_apb33_l40_2;
  wire                when_apb33_l40_3;
  reg        [3:0]    priority_1;
  wire       [3:0]    _zz_select;
  wire       [7:0]    _zz_select_1;
  wire       [7:0]    _zz_select_2;
  wire       [3:0]    select_1;
  wire                _zz_selectIdx;
  wire                _zz_selectIdx_1;
  wire                _zz_selectIdx_2;
  wire       [1:0]    selectIdx;
  wire       [3:0]    _zz_1;
  wire                _zz_2;
  wire                _zz_3;
  wire                _zz_4;
  wire                _zz_5;
  wire                when_apb33_l53;
  assign _zz__zz_select_2 = (_zz_select_1 - _zz__zz_select_2_1);
  assign _zz__zz_select_2_2 = priority_1;
  assign _zz__zz_select_2_1 = {4'd0, _zz__zz_select_2_2};
  always @(*) begin
    case(selectIdx)
      2'b00 : begin
        _zz_io_masterOut_PADDR = slaveRegVec_0_PADDR;
        _zz_io_masterOut_PSEL = slaveRegVec_0_PSEL;
        _zz_io_masterOut_PENABLE = slaveRegVec_0_PENABLE;
        _zz_io_masterOut_PWRITE = slaveRegVec_0_PWRITE;
        _zz_io_masterOut_PWDATA = slaveRegVec_0_PWDATA;
      end
      2'b01 : begin
        _zz_io_masterOut_PADDR = slaveRegVec_1_PADDR;
        _zz_io_masterOut_PSEL = slaveRegVec_1_PSEL;
        _zz_io_masterOut_PENABLE = slaveRegVec_1_PENABLE;
        _zz_io_masterOut_PWRITE = slaveRegVec_1_PWRITE;
        _zz_io_masterOut_PWDATA = slaveRegVec_1_PWDATA;
      end
      2'b10 : begin
        _zz_io_masterOut_PADDR = slaveRegVec_2_PADDR;
        _zz_io_masterOut_PSEL = slaveRegVec_2_PSEL;
        _zz_io_masterOut_PENABLE = slaveRegVec_2_PENABLE;
        _zz_io_masterOut_PWRITE = slaveRegVec_2_PWRITE;
        _zz_io_masterOut_PWDATA = slaveRegVec_2_PWDATA;
      end
      default : begin
        _zz_io_masterOut_PADDR = slaveRegVec_3_PADDR;
        _zz_io_masterOut_PSEL = slaveRegVec_3_PSEL;
        _zz_io_masterOut_PENABLE = slaveRegVec_3_PENABLE;
        _zz_io_masterOut_PWRITE = slaveRegVec_3_PWRITE;
        _zz_io_masterOut_PWDATA = slaveRegVec_3_PWDATA;
      end
    endcase
  end
  always @(*) begin
    io_masterOut_PSEL = 1'b0;
    if(io_en) begin
      if(when_apb33_l53) begin
        io_masterOut_PSEL = _zz_io_masterOut_PSEL;
      end
    end
  end
  always @(*) begin
    io_masterOut_PENABLE = 1'b0;
    if(io_en) begin
      if(when_apb33_l53) begin
        io_masterOut_PENABLE = _zz_io_masterOut_PENABLE;
      end
    end
  end
  always @(*) begin
    io_masterOut_PADDR = 4'b0000;
    if(io_en) begin
      if(when_apb33_l53) begin
        io_masterOut_PADDR = _zz_io_masterOut_PADDR;
      end
    end
  end
  always @(*) begin
    io_masterOut_PWDATA = 32'h0;
    if(io_en) begin
      if(when_apb33_l53) begin
        io_masterOut_PWDATA = _zz_io_masterOut_PWDATA;
      end
    end
  end
  always @(*) begin
    io_masterOut_PWRITE = 1'b0;
    if(io_en) begin
      if(when_apb33_l53) begin
        io_masterOut_PWRITE = _zz_io_masterOut_PWRITE;
      end
    end
  end
  assign io_slavesIn_0_PREADY = slaveRegVec_0_PREADY;
  assign io_slavesIn_0_PRDATA = slaveRegVec_0_PRDATA;
  assign io_slavesIn_1_PREADY = slaveRegVec_1_PREADY;
  assign io_slavesIn_1_PRDATA = slaveRegVec_1_PRDATA;
  assign io_slavesIn_2_PREADY = slaveRegVec_2_PREADY;
  assign io_slavesIn_2_PRDATA = slaveRegVec_2_PRDATA;
  assign io_slavesIn_3_PREADY = slaveRegVec_3_PREADY;
  assign io_slavesIn_3_PRDATA = slaveRegVec_3_PRDATA;
  assign done = ((io_masterOut_PREADY && (io_masterOut_PSEL == 1'b1)) && io_masterOut_PENABLE);
  assign when_apb33_l40 = (((io_slavesIn_0_PSEL == 1'b1) && io_slavesIn_0_PENABLE) && (! io_slavesIn_0_PREADY));
  always @(*) begin
    if(when_apb33_l40) begin
      apbReqBits[0] = 1'b1;
    end else begin
      apbReqBits[0] = 1'b0;
    end
    if(when_apb33_l40_1) begin
      apbReqBits[1] = 1'b1;
    end else begin
      apbReqBits[1] = 1'b0;
    end
    if(when_apb33_l40_2) begin
      apbReqBits[2] = 1'b1;
    end else begin
      apbReqBits[2] = 1'b0;
    end
    if(when_apb33_l40_3) begin
      apbReqBits[3] = 1'b1;
    end else begin
      apbReqBits[3] = 1'b0;
    end
  end
  assign when_apb33_l40_1 = (((io_slavesIn_1_PSEL == 1'b1) && io_slavesIn_1_PENABLE) && (! io_slavesIn_1_PREADY));
  assign when_apb33_l40_2 = (((io_slavesIn_2_PSEL == 1'b1) && io_slavesIn_2_PENABLE) && (! io_slavesIn_2_PREADY));
  assign when_apb33_l40_3 = (((io_slavesIn_3_PSEL == 1'b1) && io_slavesIn_3_PENABLE) && (! io_slavesIn_3_PREADY));
  assign _zz_select = apbReqBits;
  assign _zz_select_1 = {_zz_select,_zz_select};
  assign _zz_select_2 = (_zz_select_1 & (~ _zz__zz_select_2));
  assign select_1 = (_zz_select_2[7 : 4] | _zz_select_2[3 : 0]);
  assign _zz_selectIdx = select_1[3];
  assign _zz_selectIdx_1 = (select_1[1] || _zz_selectIdx);
  assign _zz_selectIdx_2 = (select_1[2] || _zz_selectIdx);
  assign selectIdx = {_zz_selectIdx_2,_zz_selectIdx_1};
  assign _zz_1 = ({3'd0,1'b1} <<< selectIdx);
  assign _zz_2 = _zz_1[0];
  assign _zz_3 = _zz_1[1];
  assign _zz_4 = _zz_1[2];
  assign _zz_5 = _zz_1[3];
  assign when_apb33_l53 = (|select_1);
  always @(posedge clk) begin
    slaveRegVec_0_PREADY <= 1'b0;
    slaveRegVec_0_PRDATA <= 32'h0;
    slaveRegVec_0_PADDR <= io_slavesIn_0_PADDR;
    slaveRegVec_0_PSEL <= io_slavesIn_0_PSEL;
    slaveRegVec_0_PENABLE <= io_slavesIn_0_PENABLE;
    slaveRegVec_0_PWRITE <= io_slavesIn_0_PWRITE;
    slaveRegVec_0_PWDATA <= io_slavesIn_0_PWDATA;
    slaveRegVec_1_PREADY <= 1'b0;
    slaveRegVec_1_PRDATA <= 32'h0;
    slaveRegVec_1_PADDR <= io_slavesIn_1_PADDR;
    slaveRegVec_1_PSEL <= io_slavesIn_1_PSEL;
    slaveRegVec_1_PENABLE <= io_slavesIn_1_PENABLE;
    slaveRegVec_1_PWRITE <= io_slavesIn_1_PWRITE;
    slaveRegVec_1_PWDATA <= io_slavesIn_1_PWDATA;
    slaveRegVec_2_PREADY <= 1'b0;
    slaveRegVec_2_PRDATA <= 32'h0;
    slaveRegVec_2_PADDR <= io_slavesIn_2_PADDR;
    slaveRegVec_2_PSEL <= io_slavesIn_2_PSEL;
    slaveRegVec_2_PENABLE <= io_slavesIn_2_PENABLE;
    slaveRegVec_2_PWRITE <= io_slavesIn_2_PWRITE;
    slaveRegVec_2_PWDATA <= io_slavesIn_2_PWDATA;
    slaveRegVec_3_PREADY <= 1'b0;
    slaveRegVec_3_PRDATA <= 32'h0;
    slaveRegVec_3_PADDR <= io_slavesIn_3_PADDR;
    slaveRegVec_3_PSEL <= io_slavesIn_3_PSEL;
    slaveRegVec_3_PENABLE <= io_slavesIn_3_PENABLE;
    slaveRegVec_3_PWRITE <= io_slavesIn_3_PWRITE;
    slaveRegVec_3_PWDATA <= io_slavesIn_3_PWDATA;
    if(io_en) begin
      if(when_apb33_l53) begin
        if(_zz_2) begin
          slaveRegVec_0_PREADY <= io_masterOut_PREADY;
        end
        if(_zz_3) begin
          slaveRegVec_1_PREADY <= io_masterOut_PREADY;
        end
        if(_zz_4) begin
          slaveRegVec_2_PREADY <= io_masterOut_PREADY;
        end
        if(_zz_5) begin
          slaveRegVec_3_PREADY <= io_masterOut_PREADY;
        end
        if(_zz_2) begin
          slaveRegVec_0_PRDATA <= io_masterOut_PRDATA;
        end
        if(_zz_3) begin
          slaveRegVec_1_PRDATA <= io_masterOut_PRDATA;
        end
        if(_zz_4) begin
          slaveRegVec_2_PRDATA <= io_masterOut_PRDATA;
        end
        if(_zz_5) begin
          slaveRegVec_3_PRDATA <= io_masterOut_PRDATA;
        end
      end
    end
  end
  always @(posedge clk or posedge reset) begin
    if(reset) begin
      priority_1 <= 4'b0001;
    end else begin
      if(io_en) begin
        if(done) begin
          priority_1 <= {priority_1[2 : 0],priority_1[3 : 3]};
        end
      end
    end
  end
endmodule
==> ./run.sh <==
#!/bin/bash
# OpenROAD 26Q1-2900-gdf79404cd8, Yosys 0.63+post, stock flow scripts
make -C /OpenROAD-flow-scripts/flow DESIGN_CONFIG=/design/flow/config.mk WORK_HOME=/design/flow/orfs finish
==> ./config.mk <==
export PLATFORM = sky130hd
export DESIGN_NAME = ApbArbiter
export DESIGN_NICKNAME = ApbArbiter
export VERILOG_FILES = /design/flow/design.v
export SDC_FILE = /design/flow/constraint.sdc
export NUM_CORES = 4
export LEC_CHECK = 1
export CORE_AREA = 10 10 227 227
export DIE_AREA = 0 0 237 237
==> ./constraint.sdc <==
current_design ApbArbiter

set clk_period 13.6
set clk_io_pct 0.2

create_clock -name clk0 -period $clk_period [get_ports {clk}]

set non_clock_inputs [all_inputs -no_clocks]
set_input_delay [expr $clk_period * $clk_io_pct] -clock clk0 $non_clock_inputs
set_output_delay [expr $clk_period * $clk_io_pct] -clock clk0 [all_outputs]
==> flow_metrics.py <==
# Flow results
metrics = {
    "yosys": {
        "netlist_area_sq_um": 8393,
        "synth_cells": 727,
        "yosysUniqueCellTypes": 45,
        "yosys.area_share.aoi": 0.08214,
        "ys_sh_simple": 0.1786,
        "syn_avg_cell_area_sq_um": 11.54,
        "top_logic_kind": "simple AND/OR/NAND/NOR gates",
        "ys_chip_area_sq_um": 8393,
        "xor_share": 0.001044,
        "fa_ha_area_frac": 0.005963,
        "top_area_cell": "dfxtp_1",
        "mux_area_frac": 0.005963,
        "ys.warnings.count": 1,
        "ys_ff": 292,
        "ys_seq_frac": 0.6990,
        "ys_cells": 727,
        "synthTopCellsByArea": "dfxtp_1 69%, and3_1 5.1%, and2_1 5.0%",
        "top_cell_area_share": 0.6869,
    },
    "cells_and_area": {
        "final_common_cell": "clkdlybuf4s50_1",
        "syn_to_final_growth_pct": 63.40,
        "layout-drive-gt1-share": 0.07630,
        "finish.utilization": 0.2946,
        "mostFrequentLayoutCells": "361 x clkdlybuf4s50_1, 288 x dfxtp_1, 79 x nand2_1",
    },
    "timing": {
        "finClkSkew_ns": 0.007825,
        "period_used_share": 0.7012,
        "relSlewSlack": 0.5957,
        "final.setup.tns_ns": 0,
        "worstMarginPinSlew_ns": 0.6065,
        "fmax_ghz": 0.1049,
        "finalSetupViolCount": 0,
        "rsz0062_at_grt": "no",
        "hold-worst-slack_ns": 0.5252,
        "fin_crit_ns": 9.536,
        "report.final.hold_viol_count": 0,
        "layout_setup_ws_ns": 4.064,
        "finalMaxSlewViolations": 0,
    },
    "cts": {
        "cts_made_buffers": 31,
        "cts_tree": "yes",
        "cts.sinks": 292,
        "htreeDepth": 1,
        "post_cts_resized": 0,
        "cts_setup_buffers": 0,
        "cts.reportedPaths.clkPinSlew_ns": 0.06,
        "clock_latency_ns": 0.57,
        "holdBufCountCts": 0,
        "clock_path_buffers": 3,
        "clockRootBuffer": "clkbuf_16",
    },
    "floorplanning": {
        "fp_util": 0.1803,
        "fp.dieH_um": 237,
        "dieArea_sq_um": 56170,
        "pin_count": 363,
        "die_w_um": 237,
        "num_rows": 79,
        "coreArea_sq_um": 46560,
    },
    "worst_setup_path": {
        "crit_start": "io_slavesIn_3_PSEL[0]",
        "r2r_end": "priority_1[2]",
        "crit_path_end_kind": "output pin",
        "crit_chain": "clkdlybuf4s50_1 > nand2_1 > nor2_1 > ha_1 > a21oi_1 > and3_1 > o31a_2 > buf_4 > buf_4 > nand2_2 > nand2b_2 > buf_4 > a221oi_1 > buf_4 > nor2_1 > clkdlybuf4s50_1",
        "worstPathMaxFanout": 34,
        "crit_top_cell": "buf_4",
        "cp_slowest_stage_delay_ns": 0.50,
        "r2r-start": "priority_1[0]",
        "crit_type": "in2out",
        "worstSetupStartpointType": "input pin",
        "cp_data_required_time_ns": 10.88,
        "cp_slowest_cell": "clkdlybuf4s50_1",
        "ff2ff_path_depth": 14,
        "crit_arrival_ns": 6.82,
        "r2r_slack_ns": 9.73,
    },
    "route": {
        "first_pass_iters": 4,
        "avgRoutedWirePerCell_um": 17.52,
        "ant_nets": 0,
        "drtIter0Drc": 239,
        "diodes": 0,
        "wirelength_mm": 30.15,
        "drcViolationCount": 0,
        "avgViaCountPerCell": 3.818,
        "vias": 6570,
    },
    "min_path": {
        "hold_class": "reg2reg",
        "holdCritStartpoint": "priority_1[2]",
        "hold-path-cell-count": 1,
        "whs_endpoint": "priority_1[2]",
    },
    "power": {
        "power_leakage_nw": 5.499,
        "finalPower_mw": 2.297,
        "power_density_nw_per_um2": 167.5,
        "ir_worst_vdd_mv": 0.1238,
    },
    "outcome": {
        "run_status": "finished clean",
    },
    "placement": {
        "gp_congestion": 0.8883,
        "io_buffers": 362,
        "dpl.hpwl_mm": 22.58,
        "post-place-ws_ns": 4.038,
    },
    "grt": {
        "first_global_vias": 6996,
        "grt_pass1_wl_mm": 44.54,
        "grt.overflow.total": 0,
        "grt.total_usage": 0.1048,
        "grt_max_degree": 70,
        "antenna_found_initial": 5,
    },
    "run": {
        "tool_warnings": 26,
        "drv_cap": 0,
    },
}
## report_power, final
part,internal [mW],switching [mW],leakage [nW]
Sequential,0.926,0.0261,2.43
Combinational,0.270,0.249,2.57
Clock,0.484,0.342,0.495
## critical path: cells and delay by family
| family | cells | cell delay (ns) |
|---|---|---|
| buffers and inverters | 6 | 2.23 |
| and+or+nand+nor | 6 | 0.84 |
| AOI/OAI and AO/OA | 3 | 0.64 |
| adders and majority gates | 1 | 0.33 |
## final cells by class
class	count	area, sq um
multi-input combinational	383	2327
fill	4714	32840
timing repair buffer	377	3731
clock buffer	42	867.1
inverter	6	22.52
clock inverter	14	140.1
sequential	292	5867
tap	607	759.5
## cell usage after synthesis, drive strengths merged
library cell,instances
dfxtp,288
nand2,80
and3,69
and2,67
nor2,42
a21oi,40
a221oi,37
clkbuf,28
buf,18
inv,6
nor3,6
ha,4
dfrtp,3
nand3,3
o31ai,3
a211oi,2
a31oi,2
and3b,2
and4bb,2
mux2,2
mux2i,2
nand3b,2
nand4,2
o211ai,2
o21ai,2
o31a,2
a21o,1
and4b,1
dfstp,1
nand2b,1
nor2b,1
nor3b,1
nor4,1
o21a,1
o221ai,1
o311ai,1
xor2,1
## cells by family after synthesis
logic type	Yosys count
AND/OR/NAND/NOR	280
flip-flops	292
buffers and inverters	52
XOR/XNOR	1
multiplexers	4
AND-OR/OR-AND	94
adder cells (fa/ha/maj)	4
## registers in the layout, indices dropped and copies added, names as in the netlist, 4 cells and up
name	count
slaveRegVec_0_PRDATA	32
slaveRegVec_0_PWDATA	32
slaveRegVec_1_PRDATA	32
slaveRegVec_1_PWDATA	32
slaveRegVec_2_PRDATA	32
slaveRegVec_2_PWDATA	32
slaveRegVec_3_PRDATA	32
slaveRegVec_3_PWDATA	32
priority_1	4
slaveRegVec_0_PADDR	4
slaveRegVec_1_PADDR	4
slaveRegVec_2_PADDR	4
slaveRegVec_3_PADDR	4
## per-layer routing
layer / up-vias / wire length [um] / global-route usage
li1: 3179 / - / -
met1: 2982 / 12540 / 0.1300
met2: 333 / 12870 / 0.1573
met3: 66 / 3526 / 0.05196
met4: 10 / 1143 / 0.03436
met5: - / 67 / 0
## worst max path at each step
stage | endpoint | slack, ns | cells past startpoint
after CTS | io_masterOut_PADDR[2] | 4.03 | 16
after global routing | io_masterOut_PWDATA[28] | 3.78 | 16
final | io_masterOut_PWDATA[28] | 4.06 | 16
## per-stage QoR
stage | area [sq um] | cells
6_report | 13710 | 1721
5_1_grt | 13710 | 1721
4_1_cts | 13710 | 1721
3_5_place_dp | 12710 | 1665
3_3_place_gp | 12710 | 1665
2_1_floorplan | 8393 | 727
Power figures rest on the tool's default switching activity, not on a simulated workload.
