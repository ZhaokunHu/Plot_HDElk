### flow/config.mk
export PLATFORM = sky130hd
export DESIGN_NAME = Filter
export DESIGN_NICKNAME = Filter
export VERILOG_FILES = /design/flow/design.v
export SDC_FILE = /design/flow/constraint.sdc
export NUM_CORES = 4
export LEC_CHECK = 1
export CORE_UTILIZATION = 40
### flow/design.v
`timescale 1ns/1ps
module Filter (
  input               din_valid,
  input      [31:0]   din_payload,
  output              dout_valid,
  output     [31:0]   dout_payload,
  input               flush,
  input               smp_clk,
  input               smp_reset,
  input               clk
);
  wire                u_fifo_in_io_push_ready;
  wire                u_fifo_in_io_pop_valid;
  wire       [31:0]   u_fifo_in_io_pop_payload;
  wire       [3:0]    u_fifo_in_io_pushOccupancy;
  wire       [3:0]    u_fifo_in_io_popOccupancy;
  wire                din_toStream_valid;
  wire                din_toStream_ready;
  wire       [31:0]   din_toStream_payload;
  StreamFifoCC u_fifo_in (
    .io_push_valid    (din_toStream_valid             ),  
    .io_push_ready    (u_fifo_in_io_push_ready        ),  
    .io_push_payload  (din_toStream_payload[31:0]     ),  
    .io_pop_valid     (u_fifo_in_io_pop_valid         ),  
    .io_pop_ready     (1'b1                           ),  
    .io_pop_payload   (u_fifo_in_io_pop_payload[31:0] ),  
    .io_pushOccupancy (u_fifo_in_io_pushOccupancy[3:0]),  
    .io_popOccupancy  (u_fifo_in_io_popOccupancy[3:0] ),  
    .smp_clk          (smp_clk                        ),  
    .smp_reset        (smp_reset                      ),  
    .clk              (clk                            )   
  );
  assign din_toStream_valid = din_valid;
  assign din_toStream_payload = din_payload;
  assign din_toStream_ready = u_fifo_in_io_push_ready;
  assign dout_valid = u_fifo_in_io_pop_valid;
  assign dout_payload = u_fifo_in_io_pop_payload;
endmodule
module StreamFifoCC (
  input               io_push_valid,
  output              io_push_ready,
  input      [31:0]   io_push_payload,
  output              io_pop_valid,
  input               io_pop_ready,
  output     [31:0]   io_pop_payload,
  output     [3:0]    io_pushOccupancy,
  output     [3:0]    io_popOccupancy,
  input               smp_clk,
  input               smp_reset,
  input               clk
);
  reg        [31:0]   _zz_ram_port1;
  wire       [3:0]    popToPushGray_buffercc_io_dataOut;
  wire                bufferCC_3_io_dataOut;
  wire       [3:0]    pushToPopGray_buffercc_io_dataOut;
  wire       [3:0]    _zz_pushCC_pushPtrGray;
  wire       [2:0]    _zz_ram_port;
  wire       [3:0]    _zz_popCC_popPtrGray;
  wire       [2:0]    _zz_ram_port_1;
  wire                _zz_ram_port_2;
  wire       [2:0]    _zz_io_pop_payload_1;
  wire                _zz_io_pop_payload_2;
  reg                 _zz_1;
  wire       [3:0]    popToPushGray;
  wire       [3:0]    pushToPopGray;
  reg        [3:0]    pushCC_pushPtr;
  wire       [3:0]    pushCC_pushPtrPlus;
  wire                io_push_fire;
  reg        [3:0]    pushCC_pushPtrGray;
  wire       [3:0]    pushCC_popPtrGray;
  wire                pushCC_full;
  wire                io_push_fire_1;
  wire                _zz_io_pushOccupancy;
  wire                _zz_io_pushOccupancy_1;
  wire                _zz_io_pushOccupancy_2;
  wire                smp_reset_syncronized;
  reg        [3:0]    popCC_popPtr;
  wire       [3:0]    popCC_popPtrPlus;
  wire                io_pop_fire;
  reg        [3:0]    popCC_popPtrGray;
  wire       [3:0]    popCC_pushPtrGray;
  wire                popCC_empty;
  wire                io_pop_fire_1;
  wire       [3:0]    _zz_io_pop_payload;
  wire                io_pop_fire_2;
  wire                _zz_io_popOccupancy;
  wire                _zz_io_popOccupancy_1;
  wire                _zz_io_popOccupancy_2;
  reg [31:0] ram [0:7];
  assign _zz_pushCC_pushPtrGray = (pushCC_pushPtrPlus >>> 1'b1);
  assign _zz_ram_port = pushCC_pushPtr[2:0];
  assign _zz_popCC_popPtrGray = (popCC_popPtrPlus >>> 1'b1);
  assign _zz_io_pop_payload_1 = _zz_io_pop_payload[2:0];
  assign _zz_io_pop_payload_2 = 1'b1;
  always @(posedge smp_clk) begin
    if(_zz_1) begin
      ram[_zz_ram_port] <= io_push_payload;
    end
  end
  always @(posedge clk) begin
    if(_zz_io_pop_payload_2) begin
      _zz_ram_port1 <= ram[_zz_io_pop_payload_1];
    end
  end
  BufferCC_2 popToPushGray_buffercc (
    .io_dataIn  (popToPushGray[3:0]                    ),  
    .io_dataOut (popToPushGray_buffercc_io_dataOut[3:0]),  
    .smp_clk    (smp_clk                               ),  
    .smp_reset  (smp_reset                             )   
  );
  BufferCC_1 bufferCC_3 (
    .io_dataIn  (1'b0                 ),  
    .io_dataOut (bufferCC_3_io_dataOut),  
    .clk        (clk                  ),  
    .smp_reset  (smp_reset            )   
  );
  BufferCC pushToPopGray_buffercc (
    .io_dataIn             (pushToPopGray[3:0]                    ),  
    .io_dataOut            (pushToPopGray_buffercc_io_dataOut[3:0]),  
    .clk                   (clk                                   ),  
    .smp_reset_syncronized (smp_reset_syncronized                 )   
  );
  always @(*) begin
    _zz_1 = 1'b0;
    if(io_push_fire_1) begin
      _zz_1 = 1'b1;
    end
  end
  assign pushCC_pushPtrPlus = (pushCC_pushPtr + 4'b0001);
  assign io_push_fire = (io_push_valid && io_push_ready);
  assign pushCC_popPtrGray = popToPushGray_buffercc_io_dataOut;
  assign pushCC_full = ((pushCC_pushPtrGray[3 : 2] == (~ pushCC_popPtrGray[3 : 2])) && (pushCC_pushPtrGray[1 : 0] == pushCC_popPtrGray[1 : 0]));
  assign io_push_ready = (! pushCC_full);
  assign io_push_fire_1 = (io_push_valid && io_push_ready);
  assign _zz_io_pushOccupancy = (pushCC_popPtrGray[1] ^ _zz_io_pushOccupancy_1);
  assign _zz_io_pushOccupancy_1 = (pushCC_popPtrGray[2] ^ _zz_io_pushOccupancy_2);
  assign _zz_io_pushOccupancy_2 = pushCC_popPtrGray[3];
  assign io_pushOccupancy = (pushCC_pushPtr - {_zz_io_pushOccupancy_2,{_zz_io_pushOccupancy_1,{_zz_io_pushOccupancy,(pushCC_popPtrGray[0] ^ _zz_io_pushOccupancy)}}});
  assign smp_reset_syncronized = bufferCC_3_io_dataOut;
  assign popCC_popPtrPlus = (popCC_popPtr + 4'b0001);
  assign io_pop_fire = (io_pop_valid && io_pop_ready);
  assign popCC_pushPtrGray = pushToPopGray_buffercc_io_dataOut;
  assign popCC_empty = (popCC_popPtrGray == popCC_pushPtrGray);
  assign io_pop_valid = (! popCC_empty);
  assign io_pop_fire_1 = (io_pop_valid && io_pop_ready);
  assign _zz_io_pop_payload = (io_pop_fire_1 ? popCC_popPtrPlus : popCC_popPtr);
  assign io_pop_payload = _zz_ram_port1;
  assign io_pop_fire_2 = (io_pop_valid && io_pop_ready);
  assign _zz_io_popOccupancy = (popCC_pushPtrGray[1] ^ _zz_io_popOccupancy_1);
  assign _zz_io_popOccupancy_1 = (popCC_pushPtrGray[2] ^ _zz_io_popOccupancy_2);
  assign _zz_io_popOccupancy_2 = popCC_pushPtrGray[3];
  assign io_popOccupancy = ({_zz_io_popOccupancy_2,{_zz_io_popOccupancy_1,{_zz_io_popOccupancy,(popCC_pushPtrGray[0] ^ _zz_io_popOccupancy)}}} - popCC_popPtr);
  assign pushToPopGray = pushCC_pushPtrGray;
  assign popToPushGray = popCC_popPtrGray;
  always @(posedge smp_clk or posedge smp_reset) begin
    if(smp_reset) begin
      pushCC_pushPtr <= 4'b0000;
      pushCC_pushPtrGray <= 4'b0000;
    end else begin
      if(io_push_fire) begin
        pushCC_pushPtrGray <= (_zz_pushCC_pushPtrGray ^ pushCC_pushPtrPlus);
      end
      if(io_push_fire_1) begin
        pushCC_pushPtr <= pushCC_pushPtrPlus;
      end
    end
  end
  always @(posedge clk or posedge smp_reset_syncronized) begin
    if(smp_reset_syncronized) begin
      popCC_popPtr <= 4'b0000;
      popCC_popPtrGray <= 4'b0000;
    end else begin
      if(io_pop_fire) begin
        popCC_popPtrGray <= (_zz_popCC_popPtrGray ^ popCC_popPtrPlus);
      end
      if(io_pop_fire_2) begin
        popCC_popPtr <= popCC_popPtrPlus;
      end
    end
  end
endmodule
module BufferCC (
  input      [3:0]    io_dataIn,
  output     [3:0]    io_dataOut,
  input               clk,
  input               smp_reset_syncronized
);
  (* async_reg = "true" *) reg        [3:0]    buffers_0;
  (* async_reg = "true" *) reg        [3:0]    buffers_1;
  assign io_dataOut = buffers_1;
  always @(posedge clk or posedge smp_reset_syncronized) begin
    if(smp_reset_syncronized) begin
      buffers_0 <= 4'b0000;
      buffers_1 <= 4'b0000;
    end else begin
      buffers_0 <= io_dataIn;
      buffers_1 <= buffers_0;
    end
  end
endmodule
module BufferCC_1 (
  input               io_dataIn,
  output              io_dataOut,
  input               clk,
  input               smp_reset
);
  (* async_reg = "true" *) reg                 buffers_0;
  (* async_reg = "true" *) reg                 buffers_1;
  assign io_dataOut = buffers_1;
  always @(posedge clk or posedge smp_reset) begin
    if(smp_reset) begin
      buffers_0 <= 1'b1;
      buffers_1 <= 1'b1;
    end else begin
      buffers_0 <= io_dataIn;
      buffers_1 <= buffers_0;
    end
  end
endmodule
module BufferCC_2 (
  input      [3:0]    io_dataIn,
  output     [3:0]    io_dataOut,
  input               smp_clk,
  input               smp_reset
);
  (* async_reg = "true" *) reg        [3:0]    buffers_0;
  (* async_reg = "true" *) reg        [3:0]    buffers_1;
  assign io_dataOut = buffers_1;
  always @(posedge smp_clk or posedge smp_reset) begin
    if(smp_reset) begin
      buffers_0 <= 4'b0000;
      buffers_1 <= 4'b0000;
    end else begin
      buffers_0 <= io_dataIn;
      buffers_1 <= buffers_0;
    end
  end
endmodule
### flow/run.sh
#!/bin/bash
# OpenROAD 26Q1-2900-gdf79404cd8, Yosys 0.63+post, stock flow scripts
make -C /OpenROAD-flow-scripts/flow DESIGN_CONFIG=/design/flow/config.mk WORK_HOME=/design/flow/orfs finish
### flow/constraint.sdc
current_design Filter

set clk_period 2.2
set clk_io_pct 0.2

create_clock -name clk0 -period $clk_period [get_ports {clk}]
create_clock -name clk1 -period $clk_period [get_ports {smp_clk}]

set non_clock_inputs [all_inputs -no_clocks]
set_input_delay [expr $clk_period * $clk_io_pct] -clock clk0 $non_clock_inputs
set_output_delay [expr $clk_period * $clk_io_pct] -clock clk0 [all_outputs]
==> results_slide.txt <==
Run Summary

Run
  • Tool warnings: 29
  • Number of max-cap violations: 0

STA
  • Final tally of max-slew violations: 0
  • Least-Margin Pin Slew: between 0.6 and 0.7 ns
  • Hold Vio Cnt, Final: 0
  • Max-slew headroom: roughly 58%
  • Final Skew: 0.01169 ns
  • RSZ-0062 raised after global routing: yes
  • # setup viols final: 0
  • Setup ws final: 0.05538 ns

Logic synthesis
  • Cell Type Count: 36
  • Synth Seq Share: 65.78%
  • Yosys chip area: 13,880 sq um
  • Top cell area share: 55.38%
  • Main area contributors: edfxtp_1 (55%), mux4_2 (21%), dfrtp_1 (5.4%)
  • Syn. warnings: 4
  • Avg Cell Area, Syn: between 15 and 20 sq um
  • Post-Syn Area: roughly 14,000 sq um
  • Flops after synth: 320
  • Ys cells: 739
  • Post-Synthesis Cells: 739
  • Cell taking the most area after synthesis: edfxtp_1

Setup path
  • CP max FO: 20
  • CP arrival: between 2 and 2.5 ns
  • Worst path cell trace: ha_4, buf_12, mux4_2, a22o_1, a22oi_1, o21ai_1
  • Slowest cell on crit path: dfrtp_4
  • CP Data Required Time: 2.42 ns
  • CP Capture Type: flop
  • Crit path kind: reg2reg
  • Startpoint Class: flop
  • Largest stage delay, worst path: 0.53 ns
  • CP top delay family: AND-OR/OR-AND gates
  • Worst path bufs/invs: 1

Floorplanning
  • FP Rows: about 67
  • Die ar.: about 35,000 sq um
  • Die Wd: 188.3 microns
  • Die Y: 188.3 microns
  • FP Util: between 40% and 50%
  • Area of the core: 33,870 sq um
  • # IOs: 70

Placement
  • IO Port Bufs: between 60 and 70
  • HPWL after DPL: ~19,000 microns
  • GP Congestion: 0.8166
  • Pre-CTS setup slack: -0.04968 ns
  • Post-Place Cells: 1,256
  • Post-place instance area: 15,710 sq um

Status
  • Outcome: completed

Finish
  • Top Layout Cells: edfxtp_1 (256), mux4_2 (127), clkdlybuf4s50_1 (67)
  • Finished Cell Area: ~17,000 sq um
  • Multi-input gate area: 4546 sq um
  • FF+latch area: 9140 sq um
  • Synthesis-to-finish area growth: 21.88%
  • Finished Layout Cells: 1,324
  • Share of cells above drive strength 1: between 30% and 40%
  • FILL cells: about 2,700
  • Top cell excl fill/tap: edfxtp_1

Route
  • DR iter-0 viols: around 450
  • Drt via density: around 5.8
  • DRC: 0
  • Post-DR wirelength/cell: 24.26 microns
  • Vias: just under 8,000
  • Detailed Route WL: 32,120 microns
  • Initial DRT Pass Iterations: 4
  • Post-DRT Antenna Nets: 0

Global route
  • Global-route wire length before repair: 49,090 microns
  • Initial antenna violation count: 1
  • Tot GR Track Use: 20.31%
  • Vias in the first global route: 8,848
  • Largest net degree at the start of global routing: 45
  • Total congestion overflow: 0

Power
  • Maximum vdd ir drop: 0.7683 mV
  • Pwr Density: ~1600 nW/um^2
  • Leakage: 5.720 nW

CTS
  • Cts hold-fix bufs: 0
  • CTS Sinks: approximately 320
  • CTS clk-pin slew, worst paths: approximately 0.1 ns
  • CTS tree: done

Min path
  • Worst hold path type: reg2reg
## cells in the mapped netlist, drive strengths merged
cell type / instances
or2: 1
mux4: 128
ha: 2
a22o: 32
dfrtp: 30
xor2: 8
nand2: 11
nand4: 1
o21ai: 35
conb: 1
inv: 5
buf: 39
a21oi: 35
o41ai: 1
edfxtp: 256
mux2: 1
nor4b: 1
a22oi: 32
nor2: 6
nor4: 2
and3: 35
nor3b: 1
dfstp: 2
and4: 1
clkbuf: 23
a41oi: 1
xnor2: 15
o31ai: 1
dfxtp: 32
nor3: 1
## power breakdown
group	total, W	internal (W)	switching [W]
clock	0.00543	0.00307	0.00236
combinational	0.0132	0.00693	0.00623
sequential	0.00869	0.00805	0.000643
total	0.0273	0.0181	0.00923
## cell families (layout without fill, tap and decap cells)
family / count (synthesis) / count (layout) / synth area share, %
adders and majority gates: 2 / 2 / 0.1802
other: 1 / 2 / 0.02702
buffers and inverters: 67 / 203 / 2.740
and+or+nand+nor: 60 / 60 / 2.434
DFF: 320 / 320 / 65.78
AOI/OAI and AO/OA: 137 / 137 / 6.508
xor gates and xnor gates: 23 / 23 / 1.451
muxes: 129 / 129 / 20.88
## cell type report
cell class / count / area share, %
timing repair buffer: 141 / 9.644
sequential: 320 / 54.03
antenna: 1 / 0.01479
clock buffer: 44 / 5.251
inverter: 5 / 0.1257
tap: 448 / 3.313
clock inverter: 13 / 0.7544
multi-input combinational: 352 / 26.87
## state kept, by name (all words and copies together), names as in the netlist, 4 cells and up
| name | count |
|---|---|
| u_fifo_in.pushCC_pushPtrGray | 4 |
| u_fifo_in.popToPushGray_buffercc.buffers_1 | 4 |
| u_fifo_in.pushToPopGray_buffercc.buffers_1 | 4 |
| u_fifo_in.ram | 256 |
| u_fifo_in.pushToPopGray_buffercc.buffers_0 | 4 |
| u_fifo_in.popToPushGray_buffercc.buffers_0 | 4 |
| u_fifo_in.popCC_popPtr | 4 |
| u_fifo_in._zz_ram_port1 | 32 |
## stage by stage
| step | utilization (%) | power [W] | hold WS [ns] | setup TNS (ns) |
|---|---|---|---|---|
| after floorplan | - | 0.01683 | 0.2463 | -27.99 |
| after global placement | 46.38 | 0.02116 | 0.3241 | -8.503 |
| after detailed placement | 46.38 | 0.02140 | 0.3254 | -4.831 |
| after CTS | 49.52 | 0.02706 | 0.2711 | 0 |
| after global routing | 49.95 | 0.02888 | 0.2703 | -0.01597 |
| final | 49.95 | 0.02728 | 0.2591 | 0 |
## timing repair
item | CTS | global route
buffers inserted | 3 | 4
gates cloned | 0 | 3
setup endpoints to repair | 1 | 22
pin swaps | 3 | 5
resized | 4 | 9
## layer usage
metal | share of wire [%] | global-route usage (%) | vias to the layer above
met4 | 3.0 | 5.222 | 0
met1 | 34 | 25.06 | 3844
li1 | - | - | 3334
met3 | 13 | 13.37 | 61
met2 | 49 | 30.70 | 465
met5 | 0 | 0 | -
## final timing paths
check / start / endpoint / slack (ns) / cells past startpoint
setup / recovery: u_fifo_in.popCC_popPtr[0] / u_fifo_in._zz_ram_port1[4] / 0.06 / 6
hold reg to reg: u_fifo_in.popCC_popPtrGray[2] / u_fifo_in.popToPushGray_buffercc.buffers_0[2] / 0.26 / 0
setup reg to reg: u_fifo_in.popCC_popPtr[0] / u_fifo_in._zz_ram_port1[4] / 0.06 / 6
max in group clk1: u_fifo_in.pushCC_pushPtrGray[0] / u_fifo_in.ram[1][30] / 0.11 / 6
min in group asynchronous: smp_reset / u_fifo_in.popToPushGray_buffercc.buffers_0[3] / 0.29 / 2
hold / removal: u_fifo_in.popCC_popPtrGray[2] / u_fifo_in.popToPushGray_buffercc.buffers_0[2] / 0.26 / 0
min in group clk0: u_fifo_in.pushToPopGray_buffercc.buffers_0[1] / u_fifo_in.pushToPopGray_buffercc.buffers_1[1] / 0.36 / 0
max in group asynchronous: smp_reset / u_fifo_in.bufferCC_3.buffers_0 / 1.33 / 2
Power and IR drop assume default switching activity.
