==> ./config.mk <==
export PLATFORM = sky130hd
export DESIGN_NAME = Apb3Slave
export DESIGN_NICKNAME = Apb3Slave
export VERILOG_FILES = /design/flow/design.v
export SDC_FILE = /design/flow/constraint.sdc
export NUM_CORES = 4
export LEC_CHECK = 1
export CORE_UTILIZATION = 40
==> ./constraint.sdc <==
current_design Apb3Slave

set clk_period 7.3
set clk_io_pct 0.2

create_clock -name clk0 -period $clk_period [get_ports {clk}]

set non_clock_inputs [all_inputs -no_clocks]
set_input_delay [expr $clk_period * $clk_io_pct] -clock clk0 $non_clock_inputs
set_output_delay [expr $clk_period * $clk_io_pct] -clock clk0 [all_outputs]
==> ./design.v <==
`timescale 1ns/1ps
module Apb3Slave (
  input      [3:0]    io_slaveBus_PADDR,
  input      [0:0]    io_slaveBus_PSEL,
  input               io_slaveBus_PENABLE,
  output              io_slaveBus_PREADY,
  input               io_slaveBus_PWRITE,
  input      [31:0]   io_slaveBus_PWDATA,
  output     [31:0]   io_slaveBus_PRDATA,
  input               clk,
  input               reset
);
  reg        [31:0]   _zz_mem_port1;
  wire                _zz_mem_port;
  wire                _zz_io_slaveBus_PRDATA;
  reg [31:0] mem [0:15];
  assign _zz_mem_port = (io_slaveBus_PSEL[0] && io_slaveBus_PWRITE);
  always @(posedge clk) begin
    if(_zz_mem_port) begin
      mem[io_slaveBus_PADDR] <= io_slaveBus_PWDATA;
    end
  end
  always @(posedge clk) begin
    if(_zz_io_slaveBus_PRDATA) begin
      _zz_mem_port1 <= mem[io_slaveBus_PADDR];
    end
  end
  assign io_slaveBus_PREADY = 1'b1;
  assign _zz_io_slaveBus_PRDATA = (io_slaveBus_PSEL[0] && io_slaveBus_PENABLE);
  assign io_slaveBus_PRDATA = _zz_mem_port1;
endmodule
==> ./run.sh <==
#!/bin/bash
# OpenROAD 26Q1-2900-gdf79404cd8, Yosys 0.63+post, stock flow scripts
make -C /OpenROAD-flow-scripts/flow DESIGN_CONFIG=/design/flow/config.mk WORK_HOME=/design/flow/orfs finish
==> flow_summary.json <==
{
  "clkSinkCount": 544,
  "fin_worst_skew_ns": 0.01803,
  "path_cells": "clkdlybuf4s50_1 -> nand2b_1 -> nor2_4 -> buf_4",
  "wl_met1_um": 13950,
  "dieArea_um2": 51470,
  "cts_root_buf": "clkbuf_16",
  "cp_max_fo": 17,
  "vias": 8949,
  "r2r-end": "_zz_mem_port1[24]",
  "track_usage_pct": 18.28,
  "top_layer": "met5",
  "end_kind": "flop",
  "wl_met3_um": 5356,
  "synth-seq-cells": 544,
  "gp_congestion": 0.7482,
  "grt_pass1_wl_um": 61040,
  "path_buffers": 2,
  "post-cts-setup-buffer-count": 0,
  "postSynthAreaPerCell_um2": 23.91,
  "crit_required_ns": 7.54,
  "slew_headroom_pct": 43.82,
  "drc_errors": 0,
  "synth.distinct_cells": 18,
  "hold_viol": 0,
  "total_power_w": 0.006270,
  "crit_family": "buffers and inverters",
  "crit_arrival_ns": 3.88,
  "whs_path_depth": 3,
  "hold_start": "mem[4][2]",
  "grt_max_degree": 51,
  "cts_made_buffers": 55,
  "syn_area_um2": 20230,
  "hold_end": "_zz_mem_port1[2]",
  "slew_viol_final": 0,
  "tightestPinTransition_ns": 0.8407,
  "r2r_slack_ns": 5.80,
  "cp-start-kind": "input port",
  "vias_per_cell": 5.381,
  "fp-row-count": 82,
  "hold_class": "reg -> reg",
  "period_needed_ns": 3.630,
  "syn_inst": 846,
  "dp_slack_ns": 3.106,
  "die_y_um": 226.9,
  "place.detailed.hpwl_um": 20740,
  "overflow": 0,
  "initCoreUtil_pct": 40.40,
  "diodes": 0,
  "final-comb-area_um2": 3766,
  "cts_tree": "done",
  "clk_latency_ns": 0.60,
  "crit_type": "in -> reg",
  "xor_share_pct": 0,
  "synthAoiAreaFrac_pct": 2.375,
  "critPathSlowestCell": "clkdlybuf4s50_1",
  "routed_wl_um": 40630,
  "seqCellArea_um2": 16340,
  "post-route-period-util_pct": 49.73,
  "status": "complete, no violations",
  "yosys.area_share.adder_pct": 0,
  "synth_seq_share_pct": 80.76,
  "area_delta_synth_final_pct": 15.87,
  "rr_startpoint": "mem[8][24]",
  "cts_hold_buf": 0,
  "wl_per_cell_um": 24.43,
  "ys_cells": 846,
  "met2_length_um": 20580,
  "finalSetupViolCount": 0,
  "p_leak_nw": 7.245,
  "ant_nets": 0,
  "fillers": 4113,
  "die_x_um": 226.9,
  "max_freq_ghz": 0.2755,
  "peakVddDrop_mv": 0.1666,
  "portBuffers": 71,
  "power.density_nw_per_um2": 267.5,
  "synth_warnings": 1,
  "clk_pin_slew_ns": 0.06,
  "ys_sh_mux_pct": 14.25,
  "slowest_delay_ns": 0.84,
  "grt_setup_unrepaired": "no",
  "grt_antenna_before_repair": 2,
  "post_cts_resized": 0,
  "logic_family": "multiplexers",
  "ios": 74,
  "layout_setup_ws_ns": 3.670,
  "yosys.stat.chipArea_um2": 20230,
  "ctsHtreeMaxLevel": 2,
  "simple_gate_area_share_pct": 1.305,
  "grt_pass1_vias": 9996,
  "reg2regPathDepth": 3,
  "maxCapViolCount": 0,
  "drt_first_pass_iters": 6,
  "warnings": 26,
  "clock_path_buffers": 3,
  "core_um2": 50070,
  "setup-tns-final_ns": 0,
  "drive_above_1_share_pct": 24.52,
  "drt_iter0_drc": 560
}
==> layout make-up <==
cell class              count  share of cell area (%)
flip-flops and latches    544                   69.70
clock inverters            21                  0.4751
well taps                 672                   3.587
repair buffers             98                   3.902
clock buffers              74                   6.267
multi-input cells         254                   16.07
==> tightest hold or removal path, cell delays in order (launching register included) <==
cell	delay (ns)
edfxtp_1	0.31
mux4_2	0.22
a22oi_1	0.06
nand2_1	0.06
==> synth_stat cells <==
master | instances | share of area [%]
mux4_2 | 128 | 14
edfxtp_1 | 544 | 81
a22oi_1 | 64 | 2.4
nand2b_1 | 2 | 0.062
clkbuf_1 | 27 | 0.50
and2_1 | 2 | 0.062
nor3_1 | 4 | 0.099
buf_6 | 8 | 0.45
nand4_1 | 1 | 0.031
nand4b_1 | 2 | 0.087
or3_1 | 1 | 0.031
nand2_1 | 34 | 0.63
buf_4 | 2 | 0.074
buf_2 | 10 | 0.25
buf_1 | 1 | 0.019
nor2_1 | 13 | 0.24
nor2b_1 | 2 | 0.062
conb_1 | 1 | 0.019
==> kinds of logic after synthesis <==
logic type / Yosys count
flip-flops: 544
multiplexers: 128
AND-OR/OR-AND: 64
other: 1
AND/OR/NAND/NOR: 61
buffers and inverters: 48
==> registers in the layout, summed over array words and instances (netlist names) <==
signal and count:
_zz_mem_port1 32, mem 512
==> layout by cell type, fill, tap and decap left out <==
cell / synthesis / routed
clkinvlp_4: 0 / 1
nor3_2: 0 / 4
nor2b_4: 0 / 2
nand4_1: 1 / 1
clkdlybuf4s50_1: 0 / 69
clkinv_2: 0 / 5
nand2_1: 34 / 34
clkbuf_16: 0 / 56
nand2b_1: 2 / 2
clkinv_8: 0 / 1
conb_1: 1 / 1
clkbuf_1: 27 / 18
nand4b_1: 2 / 2
mux4_2: 128 / 128
edfxtp_1: 544 / 544
nor2_4: 0 / 13
a22oi_1: 64 / 64
clkinv_1: 0 / 12
inv_6: 0 / 2
and2_2: 0 / 2
clkbuf_8: 0 / 1
buf_4: 2 / 28
or3_1: 1 / 1
==> worst max-delay path by stage <==
stage	from	endpoint	slack, ns	cells past startpoint
CTS	io_slaveBus_PADDR[3]	mem[10][10]	3.72	4
finish	io_slaveBus_PADDR[3]	mem[10][6]	3.67	4
global route	io_slaveBus_PADDR[3]	mem[10][10]	3.57	4
==> where the power goes <==
part | switching (W) | internal (W)
logic | 0.000156 | 0.000122
clock network | 0.00110 | 0.00140
registers | 0.00000862 | 0.00349
==> per-stage QoR <==
stage | hold WS (ns) | util [%] | cells | instance area, µm²
2_1_floorplan | 0.7103 | - | 846 | 20230
5_1_grt | 0.7807 | 46.81 | 1663 | 23440
4_1_cts | 0.7520 | 46.81 | 1663 | 23440
3_5_place_dp | 0.7424 | 43.66 | 1568 | 21860
6_report | 0.7503 | 46.81 | 1663 | 23440
3_3_place_gp | 0.7433 | 43.66 | 1568 | 21860
==> layer usage <==
metal | track usage (%) | up-vias
met1 | 23.70 | 4517
met2 | 28.10 | 535
met5 | 0.7820 | -
met4 | 2.964 | 4
li1 | - | 3837
met3 | 11.48 | 56
Power is estimated from default activity; no workload was simulated.
